<file path="./constraint.sdc">
current_design sum4bcc

set clk_period 3.2
set clk_io_pct 0.2

create_clock -name clk0 -period $clk_period

set non_clock_inputs [all_inputs -no_clocks]
set_input_delay [expr $clk_period * $clk_io_pct] -clock clk0 $non_clock_inputs
set_output_delay [expr $clk_period * $clk_io_pct] -clock clk0 [all_outputs]
</file>
<file path="./config.mk">
export PLATFORM = sky130hd
export DESIGN_NAME = sum4bcc
export DESIGN_NICKNAME = sum4bcc
export VERILOG_FILES = /design/flow/design.v
export SDC_FILE = /design/flow/constraint.sdc
export NUM_CORES = 4
export LEC_CHECK = 1
export CORE_AREA = 10 10 70 70
export DIE_AREA = 0 0 80 80
</file>
<file path="./design.v">
module sum1bcc (A, B, Ci,Cout,S);
  input  A;
  input  B;
  input  Ci;
  output Cout;
  output S;
  reg [1:0] st;
  assign S = st[0];
  assign Cout = st[1];
  always @ ( * ) begin
  	st  = 	A+B+Ci;
  end
endmodule 
module sum4bcc (xi, yi,co,zi,init);
  input init;
  input [3 :0] xi;
  input [3 :0] yi;
  output co;
  output [3 :0] zi;
  wire c1,c2,c3;
  sum1bcc s0 (.A(xi[0]), .B(yi[0]), .Ci(0),  .Cout(c1) ,.S(zi[0]));
  sum1bcc s1 (.A(xi[1]), .B(yi[1]), .Ci(c1), .Cout(c2) ,.S(zi[1]));
  sum1bcc s2 (.A(xi[2]), .B(yi[2]), .Ci(c2), .Cout(c3) ,.S(zi[2]));
  sum1bcc s3 (.A(xi[3]), .B(yi[3]), .Ci(c3), .Cout(co) ,.S(zi[3]));
endmodule 
</file>
<file path="./run.sh">
#!/bin/bash
# OpenROAD 26Q1-2900-gdf79404cd8, Yosys 0.63+post, stock flow scripts
make -C /OpenROAD-flow-scripts/flow DESIGN_CONFIG=/design/flow/config.mk WORK_HOME=/design/flow/orfs finish
</file>
==> results.toml <==
# implementation run metrics
[logic_synthesis]
ys_chip_area_um2 = 140.1
post_synth_num_cell_types = 4
sequential_element_share_of_the_synthesized_area_pct = 0
ys_cells = 18
netlist_instances = 18
warnings_synthesis = 2
syn_area_um2 = 140.1
synth.avg_cell_area_um2 = 7.785

[floorplan]
floorplan.io_pins = 14
num_rows = 21
die.size.x_um = 80
fp_util_pct = 4.103
chip_area_um2 = 6400
core_area_um2 = 3416
die-height_um = 80

[sta]
fmax_mhz = 323.9
layout_min_cycle_time_ns = 3.087
timing.final.setup_violations = 0
finalMaxSlewViolations = 0
measured_slew_at_the_worst_slew_check_pin_ns = 0.1038
layout_setup_ws_ns = 0.1128
worst_hold_slack_ns = 2.028
finalHoldViolations = 0
rsz0062_at_grt = "false"
max-slew-margin-rel_pct = 93.06
post-route-period-util_pct = 96.47

[finish]
num-clock-buffers = 0
nFlopsAndLatches = 0
lay_top_count = "sky130_fd_sc_hd__clkdlybuf4s50_1"
area.sequential_um2 = 0
drive_above_1_share_pct = 25.93
design_area_um2 = 297.8
area_growth_pct = 112.5
nFillCells = 408
most-common-layout-cells = "9 x sky130_fd_sc_hd__clkdlybuf4s50_1, 7 x sky130_fd_sc_hd__inv_1, 3 x sky130_fd_sc_hd__inv_2"

[worst_setup_path]
worst-setup-path-type = "in -> out"
crit_family = "adder cells"
critical_path.cell_chain = "clkdlybuf4s50_1 > inv_1 > fa_2 > inv_2 > fa_2 > inv_2 > fa_1 > inv_1 > buf_2"
worst_path_largest_cell_delay_ns = 0.49
worst_path_fanout_max = 1
path_buffers = 6
critical_path_required_ns = 2.56
worstSetupStartpointType = "primary input"
worstSetupEndpoint = "zi[3]"
cp.depth = 9
critical-path-slowest-cell = "sky130_fd_sc_hd__fa_1"
worst_setup_path_startpoint = "xi[1]"
worst-endpoint-arrival_ns = 2.45
critical_path.endpoint_type = "output pin"

[grt]
global_route.usage.met1_pct = 1.722
grt_max_degree = 2
grt_pass1_vias = 135
global_route.usage.met3_pct = 0.6818
grt_pass1_wl_um = 696
gr-usage-met2_pct = 2.087
antenna_violations_before_repair = 0
global_route.overflow_total = 0
global_route_layer_with_the_greatest_usage = "met2"
groute.usage.overall_pct = 1.341

[min_path]
min_delay_path_class = "in -> out"
hold-path-cell-count = 5

[routing]
drt_first_pass_iters = 1
wl_per_cell_um = 5.616
detailroute.via_count = 114
ant_nets = 0
route.detailed.vias_per_inst = 1.562
routed_wl_um = 410
detail_route.iter0.violations = 0
detail_route.drc_violations = 0
num_antenna_cells = 0

[cts]
cts_hold_repair.buffers = 0
post-cts-setup-buffers = 0
cts_resized = 13

[run]
cap_violations = 0
openroad.warnings = 33

[placement]
place_worst_setup_slack_ns = -0.3703
io_buffers = 13
dp.final_hpwl_um = 388.6
place_area_um2 = 297.8
place.gp.congestion = 0.7952

[power]
vdd_ir_max_v = 0.000009600
power.density_cell_area_nw_per_um2 = 121.1
p_leak_nw = 0.1293

[run_status]
run_status = "finished clean"
[tightest hold or removal path, stage by stage]
cell and delay [ns]:
sky130_fd_sc_hd__clkdlybuf4s50_1 0.40, sky130_fd_sc_hd__inv_1 0.06, sky130_fd_sc_hd__fa_1 0.15, sky130_fd_sc_hd__inv_1 0.03, sky130_fd_sc_hd__buf_2 0.10
[logic make-up (layout without fill, tap and decap cells)]
| logic type | after synthesis | in the layout | synth area share (%) |
|---|---|---|---|
| fa+ha+maj | 4 | 4 | 51.79 |
| buf+inv | 14 | 23 | 48.22 |
[layout make-up]
cell class	count	area [um^2]	area share [%]
inverter	10	37.54	12.61
timing repair buffer	13	122.6	41.18
tap	46	57.56	19.33
multi-input combinational	4	80.08	26.89
[stage by stage]
step                utilization [%]  TNS [ns]  total power [mW]  std cells
global placement              8.718   -0.6784           0.03952         73
detailed placement            8.718   -0.6462           0.03942         73
CTS                           8.718         0           0.03780         73
floorplan                         -         0           0.01874         18
global route                  8.718         0           0.04345         73
finish                        8.718         0           0.03608         73
[synthesized netlist by cell type]
| cell type | number | area share [%] |
|---|---|---|
| sky130_fd_sc_hd__ha_1 | 1 | 8.9 |
| sky130_fd_sc_hd__fa_1 | 3 | 43 |
| sky130_fd_sc_hd__buf_4 | 4 | 21 |
| sky130_fd_sc_hd__inv_1 | 10 | 27 |
[worst min path at each step]
stage     start     to  slack, ns
4_1_cts   yi[3]  zi[3]       2.05
6_report  yi[3]  zi[3]       2.03
5_1_grt   yi[3]  zi[3]       2.07
[routing by layer]
metal | share of wire, % | wire length, um | vias to the layer above
met5 | 0 | 0 | -
met1 | 40 | 165 | 47
met2 | 41 | 170 | 8
li1 | - | - | 59
met4 | 0 | 0 | 0
met3 | 18 | 73 | 0
[power breakdown]
group / internal, mW / switching [mW] / leakage, nW / total, mW
Sequential: 0 / 0 / 0 / 0
Combinational: 0.0250 / 0.0110 / 0.129 / 0.0361
Clock: 0 / 0 / 0 / 0
Total: 0.0250 / 0.0110 / 0.129 / 0.0361
No activity file was given, so power comes from the tool's default toggle rates.
