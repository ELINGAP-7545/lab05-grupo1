===== design/flow/config.mk =====
export PLATFORM = sky130hd
export DESIGN_NAME = BCDtoSSeg
export DESIGN_NICKNAME = BCDtoSSeg
export VERILOG_FILES = /design/flow/design.v
export SDC_FILE = /design/flow/constraint.sdc
export NUM_CORES = 4
export LEC_CHECK = 1
export CORE_AREA = 10 10 70 70
export DIE_AREA = 0 0 80 80

===== design/flow/constraint.sdc =====
current_design BCDtoSSeg

set clk_period 1.2
set clk_io_pct 0.2

create_clock -name clk0 -period $clk_period

set non_clock_inputs [all_inputs -no_clocks]
set_input_delay [expr $clk_period * $clk_io_pct] -clock clk0 $non_clock_inputs
set_output_delay [expr $clk_period * $clk_io_pct] -clock clk0 [all_outputs]

===== design/flow/design.v =====
module BCDtoSSeg (BCD, G_HEX);
   output wire [6:0] G_HEX;
    reg [6:0] SSeg;
   input wire [3:0]  BCD;
    assign G_HEX = SSeg;
always @ ( * ) begin
  case (BCD)
    4'b0000: SSeg = 7'b1000000;  
	4'b0001: SSeg = 7'b1111001;  
	4'b0010: SSeg = 7'b0100100;  
	4'b0011: SSeg = 7'b0110000;  
	4'b0100: SSeg = 7'b0011001;  
	4'b0101: SSeg = 7'b0010010;  
	4'b0110: SSeg = 7'b0000010;  
4'b0111: SSeg = 7'b1111000;  
	4'b1000: SSeg = 7'b0000000;  
	4'b1001: SSeg = 7'b0011000;  
   4'ha: SSeg = 7'b0001000;  
   4'hb: SSeg = 7'b0000011;
   4'hc: SSeg = 7'b0100111;
   4'hd: SSeg = 7'b0100001;
   4'he: SSeg = 7'b0000100;
   4'hf: SSeg = 7'b0001110;
    default:
    SSeg = 0;
  endcase
end
endmodule

===== design/flow/run.sh =====
#!/bin/bash
# OpenROAD 26Q1-2900-gdf79404cd8, Yosys 0.63+post, stock flow scripts
make -C /OpenROAD-flow-scripts/flow DESIGN_CONFIG=/design/flow/config.mk WORK_HOME=/design/flow/orfs finish

==> qor.csv <==
stage,metric,value,unit
die,fp.dieArea,6400,um^2
detailed_routing,final_antenna_net_count,0,
worst_setup_path,crit_path_cell_trace,buf_6 -> buf_6 -> ha_4 -> mux4_2 -> buf_2,
yosys,synth.logic.top_family,adder cells,
run_status,violations,setup timing,
die,fp_util,6.703,%
worst_setup_path,path_delay_family,multiplexers,
sta,min_period_over_period,118.9,%
power_and_ir_drop,power.leakage,0.2353,nW
sta,final_period_minus_worst_setup_slack,1.426,ns
placed_design,numPortBuffers,11,
yosys,synth_cells,32,
detailed_routing,drt_iter0_markers,11,
worst_setup_path,critPathMaxStageDelay,0.45,ns
sta,hold_viol,0,
placed_design,post-place-cells,96,
detailed_routing,dr_total_vias,302,
yosys,synth.area.top_cells,"ha_1, mux4_2, mux2i_1, nand2b_1, nor2_1",
placed_design,final_replace_weighted_congestion,0.7811,
layout,regArea,0,um^2
yosys,mappedNetlistArea,229.0,um^2
sta,tightest_slew,0.1683,ns
die,floorplan.core_area,3416,um^2
yosys,netlist.area_leader.share,27.32,%
yosys,synth.yosys.warnings,1,
detailed_routing,route.antenna.diode_count,0,
worst_setup_path,critical_path.n_buffers_inverters,3,
run,warning_count,38,
worst_setup_path,critical_path.max_fanout,4,
hold_path,holdCritPathClass,input pin to output pin,
die,rows,21,
placed_design,post-place-ws,-0.9880,ns
worst_setup_path,worst_path_most_repeated_cell,buf_6,
sta,hold-worst-slack,0.9066,ns
sta,unrepaired_setup_endpoints_after_global_routing,true,
worst_setup_path,startpoint_type,input pin,
sta,max_slew_margin,88.78,%
detailed_routing,post-route-drc-count,0,
yosys,yosysCellCount,32,
sta,timing.fmax,0.7011,GHz
layout,filler_cell_count,392,
sta,finalMaxSlewViolations,0,
detailed_routing,postRouteWirelength,958,um
worst_setup_path,crit_path_top_delay_cell,mux4_2,
yosys,post_synth_xor_area_fraction,0,%
global_route,global_route.overflow_total,0,
worst_setup_path,timing_worst_setup_path_type,input pin to output pin,
run,max_capacitance_violation_total,0,
die,boundaryPins,11,
detailed_routing,detail_route.wl_per_cell,9.580,um
yosys,ys_area,229.0,um^2
yosys,postSynthAreaPerCell,7.155,um^2
power_and_ir_drop,ir_drop,58.81,uV
worst_setup_path,data_arrival_time_of_the_worst_path,1.19,ns
global_route,grt_first_pass_wirelength,1428,um
global_route,pin_count_of_the_biggest_net_entering_global_routing,9,
yosys,adder_share,27.32,%
cts,holdBufCountCts,0,
layout,instances_no_fill,100,
global_route,first_global_vias,317,
layout,area_delta_synth_final,141.5,%
layout,drive_above_1_share,64.81,%
yosys,muxShareOfSynthArea,18.58,%
global_route,grt_use_total,2.683,%
global_route,antenna_found_initial,0,
worst_setup_path,timing.critical_path.required,0.96,ns
placed_design,place_hpwl,626.4,um
power_and_ir_drop,power_density,315.3,nW/um^2
yosys,synth.cellmix.compoundShare,18.58,%
yosys,synth_sequential_area_ratio,0,%
detailed_routing,vias_per_cell,3.020,
worst_setup_path,crit_path_end_kind,output pin,
layout,n_clock_buffer,0,
yosys,synthSimpleGateAreaFrac,25.14,%
yosys,netlist.top_cell.by_area,ha_1,
die,die_height,80,um
die,die_w,80,um
sta,worst_slack,-0.2264,ns
layout,flops,0,
run_status,outcome,finished with violations,
yosys,number_of_unique_standard_cell_types_used_by_synthesis,17,
sta,setup-violations-final,6,
detailed_routing,detail_route.first_pass.iterations,2,
==> worst paths after layout <==
| kind | startpoint | end | depth (start not counted) |
|---|---|---|---|
| min | BCD[3] | G_HEX[6] | 4 |
| max | BCD[0] | G_HEX[0] | 5 |
==> per-layer routing <==
layer | wire [um] | global-route usage [%]
met5 | 0 | 0
met4 | 0 | 0
met3 | 99 | 1.136
met2 | 494 | 5.136
met1 | 363 | 2.783
==> kinds of logic after synthesis <==
group                    count (synthesis)
AND/OR/NAND/NOR                         12
AND-OR/OR-AND                            8
adder cells (fa/ha/maj)                  5
buffers and inverters                    4
multiplexers                             3
==> final cells by class <==
| type | instances | area, um^2 | area share [%] |
|---|---|---|---|
| multi-input cells | 28 | 295.3 | 53.39 |
| inverters | 2 | 10.01 | 1.810 |
| repair buffers | 24 | 190.2 | 34.39 |
| well taps | 46 | 57.56 | 10.41 |
==> cell usage in the layout, fill, tap and decap left out <==
cell type        instances
nor2_1                   4
a21oi_1                  1
a21oi_4                  1
nand2b_1                 2
or2b_1                   1
mux4_2                   1
a31oi_4                  1
o22ai_1                  1
inv_2                    1
o21ai_1                  3
buf_2                    9
nand2_1                  2
buf_8                    1
inv_4                    1
buf_4                    7
nand3_1                  1
ha_1                     1
mux2i_1                  2
a21oi_2                  1
clkdlybuf4s15_1          1
nor2_2                   1
ha_4                     4
nand2b_4                 1
buf_6                    6
==> timing repair <==
| action | 4_1_cts | 5_1_grt |
|---|---|---|
| endpoints found under the hold margin | 0 | 0 |
| pin swaps | 8 | 4 |
| gates resized | 57 | 4 |
| endpoints found under the setup margin | 7 | 7 |
| setup buffers | 3 | 0 |
| cloned | 1 | 0 |
==> power by group <==
part	switching [mW]	internal, mW
clock network	0	0
registers	0	0
logic	0.0749	0.0995
total	0.0749	0.0995
==> cells in the mapped netlist (2+ instances only) <==
| cell | n |
|---|---|
| ha_1 | 5 |
| nor2_1 | 5 |
| a21oi_1 | 3 |
| nand2b_1 | 3 |
| mux2i_1 | 2 |
| nand2_1 | 2 |
| o21ai_0 | 2 |
==> metrics by stage <==
| step | cell area, um^2 | total power, mW | setup TNS, ns | utilization [%] |
|---|---|---|---|---|
| floorplan | 229.0 | 0.05445 | 0 | - |
| global placement | 447.9 | 0.1404 | -6.220 | 13.11 |
| detailed placement | 447.9 | 0.1420 | -6.262 | 13.11 |
| CTS | 524.3 | 0.1593 | -0.7795 | 15.35 |
| global route | 553.0 | 0.1921 | -1.046 | 16.19 |
| finish | 553.0 | 0.1744 | -0.7671 | 16.19 |
Power and IR drop assume default switching activity.
