### flow/run.sh
#!/bin/bash
# OpenROAD 26Q1-2900-gdf79404cd8, Yosys 0.63+post, stock flow scripts
make -C /OpenROAD-flow-scripts/flow DESIGN_CONFIG=/design/flow/config.mk WORK_HOME=/design/flow/orfs finish
### flow/design.v
module multiplicador( input [2:0] MR, input [2:0] MD, input init, input clk, output reg [5:0] pp, output reg done);
reg sh;
reg rst;
reg add;
reg [5:0] A;
reg [2:0] B;
wire z;
reg [2:0] status =0;
assign z=(B==0)?1:0;
always @(posedge clk) begin
	if (rst) begin
		A = {3'b000,MD};
		B = MR;
	end
	else	begin 
		if (sh) begin
			A= A << 1;
			B = B >> 1;
		end
	end
end 
always @(posedge clk) begin
	if (rst) begin
		pp =0;
	end
	else	begin 
		if (add) begin
		pp =pp+A;
		end
	end
end
parameter START =0,  CHECK =1, ADD =2, SHIFT =3, END1 =4;
always @(posedge clk) begin
	case (status)
	START: begin
		sh=0;
		add=0;
		if (init) begin
			status=CHECK;
			done =0;
			rst=1;
		end
		end
	CHECK: begin 
		done=0;
		rst=0;
		sh=0;
		add=0;
		if (B[0]==1)
			status=ADD;
		else
			status=SHIFT;
		end
	ADD: begin
		done=0;
		rst=0;
		sh=0;
		add=1;
		status=SHIFT;
		end
	SHIFT: begin
		done=0;
		rst=0;
		sh=1;
		add=0;
		if (z==1)
			status=END1;
		else
			status=CHECK;
		end
	END1: begin
		done =1;
		rst =0;
		sh =0;
		add =0;
		status =START;
	end
	 default:
		status =START;
	endcase 
end 
endmodule
### flow/constraint.sdc
current_design multiplicador

set clk_period 5.0
set clk_io_pct 0.2

create_clock -name clk0 -period $clk_period [get_ports {clk}]

set non_clock_inputs [all_inputs -no_clocks]
set_input_delay [expr $clk_period * $clk_io_pct] -clock clk0 $non_clock_inputs
set_output_delay [expr $clk_period * $clk_io_pct] -clock clk0 [all_outputs]
### flow/config.mk
export PLATFORM = sky130hd
export DESIGN_NAME = multiplicador
export DESIGN_NICKNAME = multiplicador
export VERILOG_FILES = /design/flow/design.v
export SDC_FILE = /design/flow/constraint.sdc
export NUM_CORES = 4
export LEC_CHECK = 1
export CORE_AREA = 10 10 96 96
export DIE_AREA = 0 0 106 106
==> reports/qor.csv <==
metric,value,unit
status,finished clean,
synthAdderAreaFrac,7.509,%
clk_pin_slew,80,ps
cts_num_sinks,22,
p_clk_share,19.3,%
synthTopCellsByArea,"edfxtp_1, dfxtp_1, mux2_2",
crit_slowest_cell,clkdlybuf4s50_1,
hold_viol_final,0,
avgSynthCellArea,10.89,um2
yosys_warnings,1,
worstPathRequired,4000,ps
cts_hold_buf,0,
crit_path_start_kind,flop,
ios,15,
wl_per_cell,9.679,um
cp_top_family,buffers and inverters,
grt_max_degree,21,
chip_area,11240,um2
maxSlewViolCount,0,
switching_share,32.88,%
use_met3,1.223,%
dpl_worst_slack,2899,ps
ys_sh_aoi,7.395,%
edf_count,13,
critPathCaptureType,output pin,
final_core_util,19.56,%
warnings,25,
top_usage_layer,met1,
grt_pass1_vias,717,
max_freq,461.3,MHz
leakage,0.5255,nW
fp_util,15.24,%
period_minus_slack,2168,ps
grt_pass1_wl,3.463,mm
critPathMaxFanout,4,
die_w,106,um
gp_congestion,0.7992,
area_growth,28.33,%
ys.flops,22,
drt-total-wl,2.052,mm
final_cell_count_no_fill,212,
root_buffer,clkbuf_8,
async_flop_share,0,%
ctsLongestPathBuffers,2,
drt_iter0_markers,34,
viasPerCell,3.552,
xor_share,3.185,%
port_buffers,14,
finalSetupViolCount,0,
num_vias,753,
grtUsageMet2,5.256,%
gr-usage-all-layers,3.635,%
worst_ep_arrival_time,1170,ps
antennaDiodeCount,0,
path_cells,clkdlybuf4s50_1,
synthCells,101,
cts_made_buffers,3,
slew_headroom,55.44,%
syn_area,1100,um2
final_antenna_net_count,0,
netlist.area_leader.share,35.49,%
htreeDepth,1,
yosys.area.top_type,edfxtp_1,
seqPwrFrac,47.1,%
finalSetupTns,0,ps
hold_class,flop to flop,
crit_buf_inv,1,
cpPeakStageDelay,500,ps
drive_gt1_share,10.62,%
p_per_area,608.7,nW/um2
r2r_setup_slack,3130,ps
dr.pass1.iters,4,
critPathKind,flop to output pin,
drc,0,
combPwrFrac,33.6,%
finalCritPeriodShare,43.36,%
setup_slack,2832,ps
seq_area_frac_synth,51.88,%
rows,31,
skew,1.652,ps
worstSkewPairLatency,260,ps
dp_cells,208,
tritoncts,built,
worst_pin_slew,668.4,ps
netlist-cell-type-count,29,
fill_cells,800,
cts_resized,0,
met1_usage,5.325,%
ys_chip_area,1100,um2
dp_hpwl,1.477,mm
post_cts_buffers,0,
grt_overflow_total,0,
design.core.area,7214,um2
grt_antenna_before_repair,0,
ff_type,edfxtp_1,
ys_sh_simple,16.84,%
p_int,0.5766,mW
die_h,106,um
maxCapViolCount,0,
rsz0062_at_grt,no,
ir_drop,0.2947,mV
mux_area_share,10.69,%
ys_cells,101,
power.switching,0.2825,mW
topCombFamilyByArea,simple AND/OR/NAND/NOR gates,
==> per-stage QoR <==
| step | instance area [um2] | hold slack (ps) | power [mW] |
|---|---|---|---|
| 5_1_grt | 1411 | 532.4 | 0.9356 |
| 4_1_cts | 1411 | 499.1 | 0.8694 |
| 2_1_floorplan | 1100 | 448.1 | 0.6046 |
| 3_3_place_gp | 1340 | 487.0 | 0.6925 |
| 3_5_place_dp | 1340 | 490.6 | 0.6982 |
| 6_report | 1411 | 499.5 | 0.8591 |
==> power groups by stage <==
stage         Clock (mW)  Combinational, mW  Sequential [mW]
finish             0.166              0.289            0.405
global route       0.178              0.334            0.423
CTS                0.170              0.293            0.406
==> cells in the mapped netlist, types with 2 or more instances <==
| cell type | instances |
|---|---|
| ha_1 | 5 |
| edfxtp_1 | 13 |
| xnor2_1 | 2 |
| nand3_1 | 2 |
| o21ai_0 | 3 |
| mux2i_1 | 5 |
| nor3_1 | 4 |
| xor2_1 | 2 |
| a21oi_1 | 3 |
| nor2_1 | 13 |
| dfxtp_1 | 9 |
| and2_1 | 5 |
| nand2_1 | 10 |
| clkbuf_1 | 5 |
| mux2_2 | 6 |
==> state kept, by name, indices dropped and copies added (netlist names) <==
signal and cells:
done 1, rst 1, add 1, A 6, status 3, pp 6
B 3, sh 1
==> logic make-up after synthesis <==
group,count (synthesis)
compound gates,12
xor+xnor,4
fa+ha+maj,6
buf+inv,7
flops,22
mux,11
simple gates,39
==> cells in the final DEF, fill, tap and decap left out, types with 2 or more instances in the layout <==
| cell type | synthesis | layout |
|---|---|---|
| and2_1 | 5 | 5 |
| nand3_1 | 2 | 2 |
| xor2_1 | 2 | 2 |
| clkdlybuf4s50_1 | 0 | 14 |
| nor2_1 | 13 | 13 |
| edfxtp_1 | 13 | 13 |
| a21oi_1 | 3 | 3 |
| clkbuf_8 | 0 | 3 |
| nor3_1 | 4 | 4 |
| nand2_1 | 10 | 10 |
| dfxtp_1 | 9 | 9 |
| ha_1 | 5 | 5 |
| mux2i_1 | 5 | 5 |
| mux2_2 | 6 | 6 |
| o21ai_0 | 3 | 3 |
| xnor2_1 | 2 | 2 |
==> worst paths after layout <==
check                           startpoint  endpoint  cells after the start
worst max register to register        A[1]     pp[5]                      5
worst max-delay path                 pp[1]     pp[1]                      1
worst min-delay path                 pp[4]     pp[4]                      2
worst min register to register       pp[4]     pp[4]                      2
==> metal layers <==
layer  part of all wire [%]  wire (um)  vias to the layer above
met5                      0          0                        -
met4                      0          0                        0
li1                       -          -                      387
met3                    5.3        108                        0
met1                     54       1098                      347
met2                     41        845                       19
==> layout make-up <==
class                      count  area [um2]  area share, %
tap                           99       123.9          8.777
timing repair buffer          14       140.1          9.929
multi-input combinational     72       501.7          35.55
clock buffer                   3       41.29          2.926
clock inverter                 1       30.03          2.128
sequential                    22       570.5          40.43
inverter                       1       3.754         0.2660
Power is estimated from default activity; no workload was simulated.
